File: design.v
module converter( input wire flag, input wire signed [7:0] in ,output reg signed [7:0] out);
	wire signed [7:0]  x;
assign x =~in;
always @(flag) begin
		case(flag)
			1'b0:
				begin
					out <= in;
				end
			1'b1:
				begin
					 out[0] = ~x[0];
					 out[1] = x[1]^x[0];
					 out[2] = x[2]^(x[1]&x[0]);
					 out[3] = x[3]^(x[2]&x[1]&x[0]);
					 out[4] = x[4]^(x[3]&x[2]&x[1]&x[0]);
					 out[5] = x[5]^(x[4]&x[3]&x[2]&x[1]&x[0]);
					 out[6] = x[6]^(x[5]&x[4]&x[3]&x[2]&x[1]&x[0]);
					 out[7] = x[7]^(x[6]&x[5]&x[4]&x[3]&x[2]&x[1]&x[0]);
				end
		endcase
	end
endmodule
File: run.sh
#!/bin/bash
# OpenROAD 26Q1-2900-gdf79404cd8, Yosys 0.63+post, stock flow scripts
make -C /OpenROAD-flow-scripts/flow DESIGN_CONFIG=/design/flow/config.mk WORK_HOME=/design/flow/orfs finish
File: config.mk
export PLATFORM = sky130hd
export DESIGN_NAME = converter
export DESIGN_NICKNAME = converter
export VERILOG_FILES = /design/flow/design.v
export SDC_FILE = /design/flow/constraint.sdc
export NUM_CORES = 4
export LEC_CHECK = 1
export CORE_AREA = 10 10 70 70
export DIE_AREA = 0 0 80 80
File: constraint.sdc
current_design converter

set clk_period 2.6
set clk_io_pct 0.2

create_clock -name clk0 -period $clk_period

set non_clock_inputs [all_inputs -no_clocks]
set_input_delay [expr $clk_period * $clk_io_pct] -clock clk0 $non_clock_inputs
set_output_delay [expr $clk_period * $clk_io_pct] -clock clk0 [all_outputs]
==> results.txt <==
Here are the numbers from the latest Yosys + OpenROAD run.

The synthesized area per cell came out at 7.70 sq um. From synthesis to final layout, the design area changed by 192%. The share of the core filled with cells in the final layout came out at 12.5%.

As logged by OpenROAD, the buffers inserted on ports number 17. The routed design ends up with an antenna cell count of 0. The worst setup path is captured at a primary output.

The highest ir drop seen on vdd came out at 0.0000581 V. At the pin with the least slew margin, the transition time is 437 ps. Counting the warning lines in the Yosys log gives 1.

The cell total in the yosys stat output is 19. In the final timing run, aggregate negative setup slack is 0 ps. The overall track demand over capacity in global routing came out at 2.10%. The final total power is 0.0623 mW. The fmax is 398 MHz.

The congestion estimate from routability-driven global placement came to 0.768. The chip area is 6400 sq um. The source of the critical timing path is in[1]. In this run the tools logged warnings totalling 32. STA classifies the critical path startpoint as an input pin.

The area of all sequential standard cells is 0 sq um. The standard cell core area came out at 3420 sq um. The number of cell rows came out at 21. The final count of hold timing violations is 0.

The wire length of the first global-routing pass came out at 1140 um. The area of combinational cells with multiple inputs came out at 163 sq um. The maximum fanout along the worst path came out at 4. The final layout report lists a clock buffer count of 0. The count of nets left with antenna violations after detail routing is 0.

Per the hold report, the tightest min-delay path originates at flag. The number of antenna violations at the first check in global routing is 0. The flow ran to the end, and the final reports show no timing, DRC or antenna violations. The via count came out at 208. Entering global routing, the biggest net connects 9 pins.

The instance count of the mapped netlist came out at 19. For this run, the slowest stage of the critical path takes 590 ps. The die height came out at 80 um. The iteration count of the initial detailed-routing pass is 1.

The worst-case max-slew headroom was logged as 70.9%. The total power divided by cell area came out at 146 nW/um^2. The routed design could run at a clock period as short as 2510 ps.

Summed over all layers, the routed wires come to 686 um. The number of ports placed on the die boundary came out at 17. For reference, the critical path cell chain is dlygate4sd2_1 -> or4_4 -> buf_4 -> o21ai_2 -> xnor2_1 -> dlygate4sd2_1. The count of pins over their slew limit is 0. On the critical path, the stage with the largest delay is an instance of sky130_fd_sc_hd__or4_4.

The script parses the final routing iteration and logs DRC violations as 0. The worst hold path belongs to the class in2out. Detailed-route iteration 0 reported a violation count of 0. The number of fill cells in the layout came out at 398. The netlist uses 10 different library cells. The via count of the first global-routing pass is 251. Across the run, the number of max-cap violations was 0. The OpenROAD report gives the critical path a data arrival time of 1990 ps. The fraction of met3 tracks used by global routing is 1.36%. The sequential cell count of the final layout came out at 0. Once the floorplan was initialized, standard cells occupied 4.29% of the core. The critical path is of the in2out type.

Per the final layout report, the fraction of cells sized above drive strength 1 comes to 27.5%. The die width came out at 80 um. The ratio of routed vias to standard cells came out at 2.42.

The count of buffer and inverter cells on the critical path is 3. In the final routed layout, each cell accounts on average for 7.98 um. The global router reports that the layer with the highest usage is met1. Hold repair after CTS inserted 0 buffers. Counting stages on the worst path, the most repeated cell is sky130_fd_sc_hd__dlygate4sd2_1.

Setup repair after global routing left no endpoint under its margin. For this run, global-route usage on met1 was measured as 2.90%. The share of the cycle needed by the critical path after routing came out at 96.6%.

Global routing used 2.81% of the available met2 tracks. The yosys-reported design area after synthesis came out at 146 sq um. The final setup violation count is 0. Per STA, the worst path accumulates the most delay in the family buffers and inverters. Summing every instance area after synthesis gives 146 sq um.

The leftover overflow at the end of global routing came out at 0. The leakage power came out at 0.172 nW. The HPWL after detailed placement came out at 564 um. The worst path required time is 2080 ps. The post-synthesis sequential area ratio came out at 0%.
## stage by stage
| stage | setup slack [ps] | hold WS (ps) | cells | cell area (sq um) |
|---|---|---|---|---|
| 6_report | 88.4 | 1690 | 86 | 428 |
| 5_1_grt | 0.675 | 1710 | 86 | 428 |
| 4_1_cts | 1.03 | 1680 | 86 | 423 |
| 3_5_place_dp | -365 | 2000 | 84 | 389 |
| 3_3_place_gp | -336 | 1990 | 84 | 389 |
| 2_1_floorplan | 661 | 1070 | 19 | 146 |
## per-layer routing
layer  share of wire [%]  vias up
met5                   0        -
li1                    -      109
met2                  27       16
met3                  20        0
met4                   0        0
met1                  53       83
## layout make-up
cell class,count,share of cell area [%]
tap,46,13.5
inverter,2,1.75
timing repair buffer,22,46.8
multi-input combinational,16,38.0
## worst paths after layout
kind / to / cells after the start
min: out[7] / 4
max: out[5] / 6
## synth_stat cells
cell                       number  area share (%)
sky130_fd_sc_hd__nand2_1        2             5.1
sky130_fd_sc_hd__nand2b_1       1             4.3
sky130_fd_sc_hd__o41ai_2        1              11
sky130_fd_sc_hd__ha_1           1             8.5
sky130_fd_sc_hd__buf_4          1             5.1
sky130_fd_sc_hd__o31ai_1        2              10
sky130_fd_sc_hd__o21ai_0        2             6.8
sky130_fd_sc_hd__or4_4          1             7.7
sky130_fd_sc_hd__xnor2_1        6              36
sky130_fd_sc_hd__inv_1          2             5.1
## tightest hold or removal path: stages
cell and delay, ps:
sky130_fd_sc_hd__dlygate4sd2_1 380, sky130_fd_sc_hd__o41ai_4 100, sky130_fd_sc_hd__xnor2_1 60, sky130_fd_sc_hd__buf_2 110
## repair_timing
item                       in CTS  in global routing
setup endpoints to repair       5                  2
setup buffers                   2                  0
pin swaps                       5                  3
gates resized                  16                  2
## cells in the final DEF, fill, tap and decap left out
master                            synthesis  final
sky130_fd_sc_hd__o41ai_4                  0      1
sky130_fd_sc_hd__nand2_2                  0      1
sky130_fd_sc_hd__nand2b_1                 1      1
sky130_fd_sc_hd__nand2_1                  2      1
sky130_fd_sc_hd__dlymetal6s2s_1           0      1
sky130_fd_sc_hd__xnor2_1                  6      6
sky130_fd_sc_hd__buf_4                    1      4
sky130_fd_sc_hd__or4_4                    1      1
sky130_fd_sc_hd__clkdlybuf4s50_1          0      8
sky130_fd_sc_hd__ha_1                     1      1
sky130_fd_sc_hd__o21ai_0                  2      1
sky130_fd_sc_hd__dlygate4sd2_1            0      7
sky130_fd_sc_hd__buf_6                    0      1
sky130_fd_sc_hd__o21ai_2                  0      1
sky130_fd_sc_hd__o31ai_1                  2      1
sky130_fd_sc_hd__inv_1                    2      2
sky130_fd_sc_hd__o31ai_4                  0      1
sky130_fd_sc_hd__buf_2                    0      1
## report_power, final
| group | internal [mW] | switching, mW |
|---|---|---|
| clock | 0 | 0 |
| sequential | 0 | 0 |
| combinational | 0.0407 | 0.0216 |
## cell families after synthesis
group,count (synthesis),share of synthesized area [%]
AOI/OAI and AO/OA,5,28.2
xor gates and xnor gates,6,35.9
adders and majority gates,1,8.55
buffers and inverters,3,10.3
and+or+nand+nor,4,17.1
Power and IR drop assume default switching activity.
